## flow/design.v

```verilog
`timescale 1ns / 1ps
module graycode(clk, sw, led, btn_g2b, btn_b2g, btn_rst);
input clk;
input [3:0] sw;  
input btn_g2b;  
input btn_b2g;   
input btn_rst;  
output reg [3:0] led;
reg [3:0] tmp;
always @ (*)
begin
if (btn_rst)
    led = 4'b0000;            
else if (btn_b2g)  
    led = sw ^ (sw >> 1) ;          
else if (btn_g2b)
begin 
        led[3] = sw[3];
        led[2] = sw[2] ^ led[3];
        led[1] = sw[1] ^ led[2];
        led[0] = sw[0] ^ led[1];
end
else 
led = sw;
end
endmodule
```

## flow/run.sh

```bash
#!/bin/bash
# OpenROAD 26Q1-2900-gdf79404cd8, Yosys 0.63+post, stock flow scripts
make -C /OpenROAD-flow-scripts/flow DESIGN_CONFIG=/design/flow/config.mk WORK_HOME=/design/flow/orfs finish
```

## flow/config.mk

```make
export PLATFORM = sky130hd
export DESIGN_NAME = graycode
export DESIGN_NICKNAME = graycode
export VERILOG_FILES = /design/flow/design.v
export SDC_FILE = /design/flow/constraint.sdc
export NUM_CORES = 4
export LEC_CHECK = 1
export CORE_AREA = 10 10 70 70
export DIE_AREA = 0 0 80 80
```

## flow/constraint.sdc

```tcl
current_design graycode

set clk_period 1.6
set clk_io_pct 0.2

create_clock -name clk0 -period $clk_period

set non_clock_inputs [all_inputs -no_clocks]
set_input_delay [expr $clk_period * $clk_io_pct] -clock clk0 $non_clock_inputs
set_output_delay [expr $clk_period * $clk_io_pct] -clock clk0 [all_outputs]
```

==> CHANGELOG.md <==
### Changed

* Core area at 3420 sq um
* Post-CTS setup buffer count at 0
* CTS Hold Bufs at 0
* Clock Power Share at 0
* Cell area leaders: nor4b_2, o21a_1, nor3_1
* Worst setup path start: sw[3]
* Fp_density at 0.0370
* Power per cell area at 226 nW/um^2
* Gate power share at 1.000
* GPL Wtd Cong at 0.709
* Ys cells at 18
* Synth Cell Area at 126 sq um
* Switching Share at 0.401
* Met2 Use GR at 0.0265
* M1 GR Usage at 0.0237
* Final cell count without fillers at 82
* Synthesized instance count at 18
* Setup_tns at 0 ns
* Via count at 210
* Seq share, synth at 0
* Post-route ant nets at 0
* Final hold violations at 0
* YS warnings at 1
* FF+latch area at 0 sq um
* Buffers on Ports at 11
* Placed Instances at 82
* Die W at 80 microns
* Area leader share at 0.119
* Status: complete, no violations
* M3 GR Usage at 0.00568
* Number of global-route vias before repair at 187
* Chip height at 80 microns
* Slew Viols, Final at 0
* DRT Pass-1 Iters at 1
* OpenROAD warning count at 33
* Final setup fails at 0
* Largest net degree at the start of global routing at 6
* Post-Route WL at 582 microns
* Final worst path period need at 1.55 ns
* Switching power at 33.5 uW
* Clock buf count at 0
* Logic area at 178 sq um
* Diode count at 0
* Total Die Area at 6400 sq um
* Number of max-cap violations at 0
* CP endpoint kind: output port
* WP data required at 1.28 ns
* Mean Syn Cell Area at 7.02 sq um
* Ports at 12
* Total power at 83.7 uW
* Distinct lib cells at 14
* Slew headroom at 0.843
* Overflow left after global routing at 0
* Fill cells at 397
* Seq pwr share at 0
* Synthesis-to-finish area growth at 193%
* HPWL after DPL at 489 microns
* Initial antenna violation count at 0
* Final worst path period share at 0.968
* Drt drc at 0
* Total track usage at 0.0171
* Leakage at 0.144 nW
* VDD IR max at 26.6 uV
* FMAX at 0.646 GHz
* Worst hold path class: input pin to output port
* Post-synth top area cell: nor4b_2
* Worst-path maximum fanout at 4
* Busiest layer in global routing: met2
* Share of cells above drive strength 1 at 0.583
* Num rows at 21
* Worst path arrival time at 1.23 ns
* Worst Setup Path Type: input pin to output port
* Setup crit end: led[0]
* Yosys chip area at 126 sq um
* Seq_cells at 0
* P_int at 50.1 uW
* Tightest Pin Transition at 0.235 ns
* WL per Instance at 7.10 microns
* Initial DRC count at 0
* Global-route wire length before repair at 903 microns
* Type of origin of the critical path: input pin
* Vias per cell at 2.56
==> cells by family (layout without fill, tap and decap cells) <==
logic type | Yosys count | after routing | share of synthesized area
AOI/OAI and AO/OA | 5 | 5 | 0.267
xor gates and xnor gates | 2 | 2 | 0.139
and+or+nand+nor | 10 | 10 | 0.564
buffers and inverters | 1 | 19 | 0.0297
==> layout by cell type (no fill, tap or decap) <==
cell type,synthesis,layout
inv_1,1,1
nor2b_1,1,1
nor2_2,0,1
o21ai_1,0,1
buf_2,0,5
xor2_1,1,1
and2_1,1,1
nor3_2,1,2
nor3_1,2,1
o21a_1,2,2
clkdlybuf4s50_1,0,2
dlygate4sd2_1,0,1
nor2_1,2,1
nor4b_4,0,2
xnor2_4,0,1
a31o_1,1,1
nor3b_2,0,1
buf_4,0,9
o21ai_0,2,1
clkdlybuf4s15_1,0,1
==> worst min path at each step <==
| stage | from | end | slack (ns) | depth (start not counted) |
|---|---|---|---|---|
| 4_1_cts | sw[1] | led[0] | 1.11 | 5 |
| 5_1_grt | sw[1] | led[0] | 1.15 | 5 |
| 6_report | sw[1] | led[0] | 1.11 | 5 |
==> routing by layer <==
layer | part of all wire | routed length (microns) | vias to the layer above
met5 | 0 | 0 | -
met4 | 0 | 0 | 0
met3 | 0.088 | 51 | 0
met2 | 0.43 | 250 | 8
met1 | 0.48 | 281 | 96
li1 | - | - | 106
==> worst max-delay path, stage by stage <==
cell	delay, ns
buf_4	0.14
xnor2_4	0.15
a31o_1	0.23
o21a_1	0.18
nor3_2	0.09
buf_2	0.11
==> power groups by stage <==
stage | Sequential (mW) | Combinational [mW] | Clock (mW)
final | 0 | 0.0837 | 0
after global routing | 0 | 0.0937 | 0
after CTS | 0 | 0.0775 | 0
==> what timing repair did <==
| action | in CTS | in global routing |
|---|---|---|
| endpoints found under the setup margin | 4 | 3 |
| pin swaps | 7 | 7 |
| gates resized | 34 | 8 |
==> synthesized netlist by cell type, drive strengths merged <==
| cell type | n |
|---|---|
| nor3 | 3 |
| nor2 | 2 |
| nor4b | 2 |
| o21a | 2 |
| o21ai | 2 |
| a31o | 1 |
| and2 | 1 |
| inv | 1 |
| nor2b | 1 |
| nor3b | 1 |
| xnor2 | 1 |
| xor2 | 1 |
==> final cells by class <==
class              count  share of cell area
multi-input cells     17               0.480
repair buffers        18               0.355
well taps             46               0.155
inverters              1              0.0101
==> per-stage QoR <==
stage	hold WS, ns	cell area [sq um]	setup WS (ns)	utilization
floorplan	0.650	126	0.381	-
global placement	1.60	347	-0.919	0.101
detailed placement	1.60	347	-0.949	0.101
CTS	1.11	350	0.000425	0.103
global route	1.15	370	-0.00755	0.108
finish	1.11	370	0.0517	0.108
Power is estimated from default activity; no workload was simulated.
