==> flow/design.v <==
`timescale 1ns / 1ps
module bcd(bcd_in, bcdo, bcd_ins, bcdos);
input [7:0] bcd_in; 
output reg [11:0] bcdo; 
input [7:0] bcd_ins;
output reg [11:0] bcdos; 
reg [11:0] bcd_tmp;   
reg [7:0] input_tmp;  
reg [11:0] bcds_tmp;  
reg [7:0] inputs_tmp;  
integer i;
always @ (*)
begin
bcd_tmp = 12'b0;
input_tmp = bcd_in;
for (i = 0; i < 8; i = i+1)
begin
    if (bcd_tmp [3:0] > 4)
       bcd_tmp [3:0] = bcd_tmp [3:0] + 4'b0011;  
    if (bcd_tmp [7:4] > 4)
        bcd_tmp [7:4] = bcd_tmp [7:4] + 4'b0011;  
    if (bcd_tmp [11:8] > 4)
        bcd_tmp [11:8] = bcd_tmp [11:8] + 4'b0011;  
        bcd_tmp = {bcd_tmp [10:0], input_tmp [7]};
        input_tmp = input_tmp << 1;
end
bcdo = bcd_tmp; 
end
always @ (*)
begin
bcds_tmp = 12'b0;
inputs_tmp = bcd_ins;
for (i = 0; i < 8; i = i+1)
begin
    if (bcds_tmp [3:0] > 4)
       bcds_tmp [3:0] = bcds_tmp [3:0] + 4'b0011;  
    if (bcds_tmp [7:4] > 4)
        bcds_tmp [7:4] = bcds_tmp [7:4] + 4'b0011;  
    if (bcds_tmp [11:8] > 4)
        bcds_tmp [11:8] = bcds_tmp [11:8] + 4'b0011;  
        bcds_tmp = {bcds_tmp [10:0], inputs_tmp [7]};
        inputs_tmp = inputs_tmp << 1;
end
bcdos = bcds_tmp; 
end
endmodule
`timescale 1ns / 1ps
module clock(clk, sw, btn, minute, second
    );
input clk;
input [7:0] sw;
input [1:0] btn;
output reg [5:0] minute, second; 
reg [5:0] minute_tmp, second_tmp;
reg [0:0] btn_pressed;
reg [25:0] count;  
reg [0:0] onesec;
always @ (posedge clk)
begin
if (count == 50_000_000) begin
count <= 0;
onesec <= 1'b1; end
else begin
count <= count + 1;
onesec <= 1'b0; end
end
always @ (posedge clk)
begin
	if (btn[1] == 1'b1) btn_pressed <= 1'b1;
	if (btn[0] == 1'b1) btn_pressed <= 1'b0;
	if (!btn_pressed) begin 
	minute_tmp [3:0] <= sw [7:4];
	second_tmp [3:0] <= sw [3:0];
	end
end
always @ (posedge onesec)
begin
minute <= minute_tmp;
second <= second_tmp;
	if (btn_pressed) begin
		if (minute == 0 && second == 0) begin
		minute <= 0; 
		second <= 0; end
		else if (second == 0) begin
		minute <= minute - 1;
		second <= 59; end
		else begin
		second <= second - 1;
		minute <= minute; end
	end
end
endmodule
`timescale 1ns / 1ps
module sseg(clk, mins, secs, ld, an, dp);
input clk; 
input [11:0] mins;
input [11:0] secs;
output reg [6:0] ld;
output reg [3:0] an;
output reg [0:0] dp;
reg [18:0] counter;
reg [3:0] sseg;
always @ (posedge clk)
begin
counter <= counter + 1;
end
always @ (posedge clk)
begin
case (counter[18:17])
    2'b00:
        begin
        sseg = secs [3:0]; 
        an = 4'b1110;
		  dp = 1'b1;
        end
    2'b01:
        begin
        sseg = secs [7:4]; 
        an = 4'b1101;
		  dp = 1'b1;
        end
    2'b10:
        begin
        sseg = mins [3:0];  
        an = 4'b1011;
		  dp = 1'b0;
        end
    2'b11:
        begin
        sseg = mins [7:4];  
        an = 4'b0111;
		  dp = 1'b1;
        end
endcase
end
always @ (*)
begin
case(sseg)
        4'b0000: ld = 7'b0000001;  
        4'b0001: ld = 7'b1001111;  
        4'b0010: ld = 7'b0010010;  
        4'b0011: ld = 7'b0000110;  
        4'b0100: ld = 7'b1001100;  
        4'b0101: ld = 7'b0100100;  
        4'b0110: ld = 7'b0100000;  
        4'b0111: ld = 7'b0001111;  
        4'b1000: ld = 7'b0000000;  
        4'b1001: ld = 7'b0000100;  
		  4'b1010: ld = 7'b0001000;  
		  4'b1011: ld = 7'b1100000;  
		  4'b1100: ld = 7'b0110001;  
		  4'b1101: ld = 7'b1000010;  
		  4'b1110: ld = 7'b0110000;  
		  4'b1111: ld = 7'b0111000;  
        default: ld = 7'b1111111;  
        endcase
end
endmodule
`timescale 1ns / 1ps
module timertop(clk, sw, btn, an, ld, dp
    );
input clk;
input [7:0] sw;
input [1:0] btn;
output [3:0] an;
output [6:0] ld;
output dp;
wire [11:0] mins_bridge, secs_bridge;
wire [5:0] minute_bridge, second_bridge;
clock clock (.clk(clk),
				 .sw(sw),
				 .btn(btn),
				 .minute(minute_bridge),
				 .second(second_bridge)
				 );
sseg sseg (.clk(clk),
			  .mins(mins_bridge),
			  .secs(secs_bridge),
			  .ld(ld),
			  .an(an),
			  .dp(dp)
			 );
bcd bcd (.bcd_in(minute_bridge),
			.bcdo(mins_bridge),
			.bcd_ins(second_bridge),
			.bcdos(secs_bridge)
			);
endmodule
==> flow/run.sh <==
#!/bin/bash
# OpenROAD 26Q1-2900-gdf79404cd8, Yosys 0.63+post, stock flow scripts
make -C /OpenROAD-flow-scripts/flow DESIGN_CONFIG=/design/flow/config.mk WORK_HOME=/design/flow/orfs finish
==> flow/config.mk <==
export PLATFORM = sky130hd
export DESIGN_NAME = timertop
export DESIGN_NICKNAME = timertop
export VERILOG_FILES = /design/flow/design.v
export SDC_FILE = /design/flow/constraint.sdc
export NUM_CORES = 4
export LEC_CHECK = 1
export CORE_UTILIZATION = 40
==> flow/constraint.sdc <==
current_design timertop

set clk_period 5.5
set clk_io_pct 0.2

create_clock -name clk0 -period $clk_period [get_ports {clk}]

set non_clock_inputs [all_inputs -no_clocks]
set_input_delay [expr $clk_period * $clk_io_pct] -clock clk0 $non_clock_inputs
set_output_delay [expr $clk_period * $clk_io_pct] -clock clk0 [all_outputs]
==> changes_impl.md <==
### Implementation results

- Status: complete, no violations
- Largest net degree at the start of global routing: 18
- Die W: 102 um
- Port Buffers: 22
- Tmin final: 2.59 ns
- Share of layout cells above drive strength 1: 0.0642
- Post-Synthesis Cells: 422
- Mux share: 0.0279
- GRT overflow: 0
- Measured slew at the worst slew-check pin: 0.589 ns
- Hold WC Path Type: register to register
- Post-Syn Area: 3990 um2
- Die footprint: 10400 um2
- Max Cap Viol: 0
- Period utilization: 0.471
- R2r endpoint: ld[6]
- Initial DRC count: 109
- Setup Crit Path Kind: register to register
- First-pass GRT wire length: 12300 um
- Worst EP required: 5.74 ns
- ANT nets after route: 0
- Post-Synth XOR/XNOR Area: 0.119
- And-or/or-and share of the synthesized area: 0.116
- Ys async rst share: 0
- Ys Warns: 9
- Startpoint Class: register
- IO Pins: 23
- Starting Density: 0.410
- # diodes: 0
- Post-synth EDFFs: 14
- Yosys stat area: 3990 um2
- Dominant logic cell type in the layout: dfxtp_1
- Total track usage: 0.147
- Pre-antenna DRT Iters: 4
- Flip-flop and latch area: 1700 um2
- Slew Limit Fails: 0
- CTS root buffer: clkbuf_8
- Worst Setup EP: ld[6]
- Setup bufs post-CTS: 0
- Overall die height: 102 um
- Register-to-register setup slack: 2.91 ns
- Total CTS buffers: 9
- Seq pwr share: 0.572
- GR peak layer: met2
- Tool warnings: 39
- Latency at later pin: 0.34 ns
- Setup TNS: 0 ns
- Logic family by area: simple AND/OR/NAND/NOR gates
- Clk buf depth: 2
- Pwr per Cell Area: 192 nW/um2
- Synth Area per Inst: 9.46 um2
- Via/cell ratio: 4.97
- Stages on the worst setup path: 8
- Cell Int Power: 0.678 mW
- Clock Power Share: 0.406
- Placed insts: 570
- Worst-path maximum fanout: 11
- CP startpoint: sseg.counter[18]
- Top_reg_cell synth: dfxtp_1
- Peak supply drop: 107 uV
- Launching point of the worst reg2reg path: sseg.counter[18]
- Simple-Gate Area Share: 0.196
- Hold Path Origin: sseg.counter[4]
- Area grow syn2layout: 13.2%
- Net Sw Frac: 0.219
- Htree depth: 3
- Crit. End Element: register
- Yosys Instances: 422
- CP bufs+invs: 1
- Worst Skew: 0.00630 ns
- Fmax: 386 MHz
- RePlAce Congestion: 0.914
- P_leak: 1.76 nW
- CTS tree: yes
- CP top delay family: simple AND/OR/NAND/NOR gates
- GRT met1 Usage: 0.226
- Fillers: 957
- Placed wire-length estimate: 4960 um
- Logic pwr share: 0.022
- Reg clk slew, reported paths: 0.08 ns
- R2R cell count: 8
- Crit-path slowest cell: dfxtp_1
- Count of unclocked register or latch pins: 12
- Met2 Use GR: 0.235
- Remaining DRCs: 0
- Vias in the first global route: 2736
- Final tally of hold violations: 0
- Arr. time, crit path: 2.83 ns
- Comb area: 2130 um2
- Via count: 2907
- CP peak stage delay: 0.57 ns
- WL final: 6810 um
- Most frequent cells in the layout: dfxtp_1 (64), nor2_1 (43), xnor2_1 (34)
- Fin cells: 585
- Ys flops: 78
- CP Cell Sequence: nand2b_1, nor4_1, mux2_2, a311oi_4, inv_1, ha_1, or3_1, o211a_1
- PostCTS Resize Cnt: 0
- Global-route met3 utilization: 0.0181
- Row count: 36
- Routed WL per cell: 11.6 um
- Endpoints left unconstrained: 18
- Switch Pwr: 0.190 mW
- Final setup fails: 0
- Synth Area in Adders: 0.0753
- Distinct cell type count of the synthesized netlist: 59
- Unrepaired setup endpoints after global routing: no
- Slew headroom: 0.605
- CORE AREA: 9730 um2
- Antenna violations before repair: 0
- Cts hold-fix bufs: 0
- Seq share, synth: 0.426
## final cells by class
cell class / instances / share of cell area
Clock buffer: 10 / 0.0305
Inverter: 29 / 0.0241
Clock inverter: 5 / 0.00665
Tap cell: 133 / 0.0369
Timing Repair Buffer: 25 / 0.0538
Multi-Input combinational cell: 305 / 0.471
Sequential cell: 78 / 0.377
## cell usage after synthesis, drive strengths merged (11+ instances only)
library cell / count / area share
nand2: 29 / 0.027
and3: 11 / 0.017
dfxtp: 64 / 0.32
nand3: 28 / 0.035
edfxtp: 14 / 0.11
inv: 29 / 0.027
xor2: 20 / 0.044
ha: 24 / 0.075
nor3: 13 / 0.018
xnor2: 34 / 0.075
nor2: 43 / 0.040
## logic make-up after synthesis
family,Yosys count
multiplexers,11
buffers and inverters,39
AND/OR/NAND/NOR,156
adder cells (fa/ha/maj),24
AND-OR/OR-AND,60
flip-flops,78
XOR/XNOR,54
## worst register-to-register path, cell delays in order (launching register included)
cell and delay [ns]:
dfxtp_1 0.57, nand2b_1 0.22, nor4_1 0.07, mux2_2 0.30, a311oi_4 0.46, inv_1 0.12
ha_1 0.25, or3_1 0.37, o211a_1 0.13
## state kept, by name (all words and copies together) (netlist names), 4 cells and up
register and cells:
ld 7, sseg.counter 19, sseg.an 4, clock.second 6
clock.second_tmp 4, clock.minute 6, clock.count 26, clock.minute_tmp 4
## worst min-delay path by stage
stage / end / slack [ns] / depth (start not counted)
CTS: sseg.counter[0] / 0.46 / 1
global route: sseg.counter[0] / 0.48 / 1
finish: sseg.counter[4] / 0.45 / 1
## through the flow
| stage | hold slack, ns | worst slack (ns) | total power, mW | instance area, um2 | util |
|---|---|---|---|---|---|
| after floorplan | 0.406 | 3.28 | 0.516 | 3990 | - |
| after global placement | 0.434 | 2.96 | 0.527 | 4350 | 0.447 |
| after detailed placement | 0.437 | 2.91 | 0.527 | 4350 | 0.447 |
| after CTS | 0.456 | 2.90 | 0.886 | 4520 | 0.464 |
| after global routing | 0.482 | 2.72 | 0.907 | 4520 | 0.464 |
| final | 0.453 | 2.91 | 0.868 | 4520 | 0.464 |
## power groups by stage
stage                 sequential [mW]  clock (mW)  combinational, mW
after CTS                       0.496       0.371             0.0196
after global routing            0.496       0.390             0.0214
final                           0.496       0.353             0.0191
## metal layers
metal  vias to the layer above  routed length (um)
li1                       1521                   -
met1                      1354                3490
met2                        22                3090
met3                        10                 129
met4                         0                 108
met5                         -                   0
No activity file was given, so power comes from the tool's default toggle rates.
